==> flow/design.v <==
module instr_decode(clk, reset, ALUOutWB, instructionIF, instructionWB, rs1, rs2, rs3, rd, instructionEXE);
	input			clk, reset;
	input [127:0]		ALUOutWB;
	input [24:0]		instructionIF, instructionWB;
	output logic [127:0]	rs1, rs2, rs3, rd;
	output logic [24:0]	instructionEXE;
	memReg RegFile(clk, reset, ALUOutWB, instructionIF, instructionWB, rs1, rs2, rs3, rd);
	always_comb begin
		instructionEXE = instructionIF;
	end
endmodule
module memReg(clk, reset, ALUOutWB, instructionIF, instructionWB, rs1, rs2, rs3, rd);
	input			clk, reset;
	input [127:0]		ALUOutWB;
	input [24:0]		instructionIF, instructionWB;
	output logic [127:0]	rs1, rs2, rs3, rd;
	reg [127:0] registers [0:31];
    logic [5:0]		i;
	always_comb begin
		rs1 = registers[instructionIF[9:5]];		 
		rs2 = registers[instructionIF[14:10]];
		rs3 = registers[instructionIF[19:15]];
		rd = registers[instructionIF[4:0]];
	end
	always_ff @(posedge clk) begin
		if(reset == 1) begin
			registers[31] = 0;
			for (i=0; i<31; i=i+1) begin
           			registers[i] <= 0;
    			end
		end 
		else begin
			if ((instructionWB[24:23] != 3 || instructionWB[19:15] != 0) && instructionWB != 0) begin
				registers[instructionWB[4:0]] <= ALUOutWB; 
			end
		end
	end
endmodule
==> flow/run.sh <==
#!/bin/bash
# OpenROAD 26Q1-2900-gdf79404cd8, Yosys 0.63+post, stock flow scripts
make -C /OpenROAD-flow-scripts/flow DESIGN_CONFIG=/design/flow/config.mk WORK_HOME=/design/flow/orfs finish
==> flow/config.mk <==
export PLATFORM = sky130hd
export DESIGN_NAME = instr_decode
export DESIGN_NICKNAME = instr_decode
export VERILOG_FILES = /design/flow/design.v
export SDC_FILE = /design/flow/constraint.sdc
export NUM_CORES = 4
export LEC_CHECK = 1
export CORE_UTILIZATION = 40
==> flow/constraint.sdc <==
current_design instr_decode

set clk_period 36.2
set clk_io_pct 0.2

create_clock -name clk0 -period $clk_period [get_ports {clk}]

set non_clock_inputs [all_inputs -no_clocks]
set_input_delay [expr $clk_period * $clk_io_pct] -clock clk0 $non_clock_inputs
set_output_delay [expr $clk_period * $clk_io_pct] -clock clk0 [all_outputs]
==> Slide: Implementation Results <==
Implementation Results

STA
  • Max-slew violation count: 0
  • Final setup vio count: 0
  • Final min period: 21,840 ps
  • Max Clk Rate: 45.8 MHz
  • RSZ-0062 raised after global routing: no
  • Crit share post-route: 60.3%
  • Worst Tran Pin Value: 1320 ps
  • Setup ws final: 14,360 ps
  • Setup TNS: 0 ps
  • Worst rel slew slack: 11.5%
  • Final hold vios: 0

Yosys
  • Top-area cell share: 45.3%
  • Post-synth ARST share: 0%
  • Cell count listed in synth_stat.txt: 19.7k
  • EDFF count, synth: 4,096
  • Mapped Area: 0.272 sq mm
  • Register area share after synthesis: 45.3%
  • Synth top area cells: edfxtp_1, mux4_2, nor2_1, mux2i_1, o22ai_1
  • Syn Area/Cell: 13.8 sq um
  • Yosys Chip Area: 0.272 sq mm
  • Top_reg_cell synth: edfxtp_1
  • Synth warnings: 2
  • Synth cell types: 50
  • Post-synthesis register bit count: 4,096
  • Synthesized instance count: 19.7k
  • Area leader, netlist: edfxtp_1

Power and ir drop
  • Net Sw Frac: 30.8%
  • P_int: 9.43 mW
  • Maximum vdd drop: 0.0474 mV
  • Combinational Power Share: 22.0%
  • Pleak: 97.6 nW
  • Clock power frac: 35.7%
  • PD cells: 44.5 mW/mm^2
  • Sw Pwr: 4.19 mW
  • Seq pwr share: 42.3%

Route
  • Pre-antenna DRT Iters: 8
  • Final WL: 1,380,000 um
  • Antenna viol nets, final: 0
  • Routed via count: 216k
  • Via density: 7.33
  • Initial DRC Count: 19.6k
  • WL per Instance: 46.9 um
  • DRC Markers: 0

GRT
  • Vias in the first global route: 225k
  • GRT overflow: 0
  • Initial antenna violation count: 180
  • Largest net degree at the start of global routing: 99
  • First-pass GRT wire length: 1,860,000 um
  • GRT Total Usage: 43.6%

Final layout
  • Largest registers: RegFile.registers x4096
  • Area growth syn-to-layout: 12.5%
  • Max reg flops: 4,096
  • Share of cells above drive strength 1: 28.9%
  • Biggest register: RegFile.registers

Critical path
  • Worst-path cell chain: buf_16 > buf_4 > buf_4 > buf_4 > buf_4 > buf_4 > buf_4 > buf_4 > mux4_2 > o22ai_1 > o21ai_0 > a21boi_0 > buf_4 > clkdlybuf4s50_1
  • Crit path arrival time: 14,600 ps
  • Crit-path max cell delay: 1070 ps
  • Worst-path fanout max: 48
  • Worst path most repeated cell: buf_4
  • Crit Path Category: primary input to output pin
  • CP startpoint kind: primary input
  • Worst path bufs/invs: 10
  • WP data required: 28,960 ps
  • Top delay family on crit path: buffers and inverters
  • Slowest CP cell: a21boi_0
  • Crit path capture type: output pin

Clock tree
  • Setup Fix Bufs, Post-CTS: 0
  • Max Root-Sink Buffers: 4
  • Clock Sinks: 4,096
  • H-tree depth: 5
  • CTS Hold Bufs: 0
  • CTS tree: yes
  • CTS Buf Count: 468
  • CTS Root Cell: clkbuf_16
  • Post-CTS Resized: 0
  • Clk slew on worst S/H paths: 60 ps

Die
  • Chip area: 0.683 sq mm
  • IO Pins: 717
  • Core area: 0.676 sq mm
  • Die height: 826 um
  • DIE WIDTH: 826 um
  • Row count: 302
  • Core utilization before placement: 40.2%

Outcome
  • Status: completed

Place
  • IO buf count: 706
  • DPL Wire Length: 864,000 um
  • GP Congestion: 1.01
  • Dpl ws: 14,240 ps

Run
  • Max-cap violations: 0
  • Tool warning count: 27

Min path
  • HP Class: primary input to flip-flop
==> layer usage <==
layer	share of wire, %	routed length, um	vias to the layer above	global-route usage (%)
li1	-	-	80700	-
met1	26	366000	106000	40.9
met2	41	563000	23200	54.4
met3	22	307000	6200	41.7
met4	10	139000	290	34.2
met5	0.75	10400	-	17.6
==> worst paths after layout <==
check / slack (ps) / depth (start not counted) / end / startpoint
worst min-delay path: 7070 / 3 / RegFile.registers[14][62]$_SDFFCE_PN0P_ / ALUOutWB[62]
worst max-delay path: 14360 / 14 / rd[28] / instructionIF[0]
==> through the flow <==
step / utilization, % / area, sq um / hold slack [ps] / total power, mW / std cells
after floorplan: - / 272000 / 7560 / 7.42 / 19700
after global placement: 42.8 / 290000 / 8200 / 8.70 / 28300
after detailed placement: 42.8 / 290000 / 8200 / 8.70 / 28300
after CTS: 45.1 / 305000 / 7020 / 13.5 / 29200
after global routing: 45.1 / 305000 / 7120 / 13.8 / 29300
final: 45.2 / 306000 / 7070 / 13.6 / 29500
==> layout make-up <==
class / instances / area [sq um]
Antenna cell: 326 / 816
Clock buffer: 546 / 12100
Clock inverter: 327 / 3170
Fill cell: 59000 / 371000
Inverter: 10 / 97.6
Multi-Input combinational cell: 13500 / 140000
Sequential cell: 4096 / 123000
Tap cell: 8968 / 11200
Timing Repair Buffer: 1775 / 15700
==> cell usage after synthesis, types with 8 or more instances <==
cell	instances
nand2b_1	28
nor3b_1	94
clkbuf_1	969
o21ai_0	140
o211ai_1	8
mux2_2	328
nand3b_1	18
buf_6	29
and2_1	183
a22oi_1	278
nor2_1	4125
edfxtp_1	4096
o31ai_1	23
o22a_1	42
a21boi_0	37
a221o_1	49
o221ai_1	231
a221oi_1	147
a31oi_1	193
or2_2	11
buf_2	743
mux2i_1	1210
a21oi_1	335
o31a_1	94
a22o_1	220
a32oi_1	23
a2bb2oi_1	100
nor2b_1	41
buf_4	189
nand2_1	951
mux4_2	3620
a21o_1	54
buf_1	183
nand3_1	24
nand4_1	92
o22ai_1	730
==> tightest hold or removal path, delay by kind of cell <==
kind	cells	cell delay (ps)
buf+inv	1	470
simple gates	2	360
==> kinds of logic after synthesis <==
logic type	count (synthesis)	synth area share (%)
AND-OR/OR-AND	2717	7.09
AND/OR/NAND/NOR	5578	8.21
multiplexers	5158	35.8
buffers and inverters	2123	3.62
flip-flops	4096	45.3
==> placed cells by master, fill, tap and decap left out, types with 18 or more instances in the layout <==
master / synthesis / routed
nor2_1: 4125 / 4115
edfxtp_1: 4096 / 4096
mux4_2: 3620 / 3620
mux2i_1: 1210 / 1210
buf_4: 189 / 1035
nand2_1: 951 / 942
o22ai_1: 730 / 730
clkdlybuf4s50_1: 0 / 686
clkbuf_16: 0 / 472
a21oi_1: 335 / 335
mux2_2: 328 / 328
diode_2: 0 / 326
a22oi_1: 278 / 278
o221ai_1: 231 / 231
a22o_1: 220 / 220
a31oi_1: 193 / 193
and2_1: 183 / 178
a221oi_1: 147 / 147
clkinv_1: 1 / 115
o21ai_0: 140 / 114
a2bb2oi_1: 100 / 100
clkinv_2: 0 / 98
nor3b_1: 94 / 94
o31a_1: 94 / 94
nand4_1: 92 / 92
clkbuf_1: 969 / 74
a21o_1: 54 / 54
a221o_1: 49 / 49
bufinv_16: 0 / 44
o22a_1: 42 / 42
buf_12: 0 / 34
nor2b_1: 41 / 28
clkinvlp_4: 0 / 28
a21boi_0: 37 / 27
o21ai_4: 0 / 26
nand3_1: 24 / 24
a32oi_1: 23 / 23
o31ai_1: 23 / 19
nand3b_1: 18 / 18
==> power by group through the flow <==
stage | sequential, mW | clock [mW] | combinational, mW
CTS | 5.75 | 4.85 | 2.87
global route | 5.80 | 5.01 | 3.02
finish | 5.76 | 4.86 | 2.99
Power figures rest on the tool's default switching activity, not on a simulated workload.
